`/design/flow/design.v`:
```
`timescale 1ns / 1ps
module FourBitAdder(input [3:0] a, input [3:0] b, output [4:0] s);
    wire [2:0]n;
    FullAdder a1 ( .a(a[0]), .b(b[0]), .ci(0), .s(s[0]), .co(n[0]));
    FullAdder a2 ( .a(a[1]), .b(b[1]), .ci(n[0]), .s(s[1]), .co(n[1]));
    FullAdder a3 ( .a(a[2]), .b(b[2]), .ci(n[1]), .s(s[2]), .co(n[2]));
    FullAdder a4 ( .a(a[3]), .b(b[3]), .ci(n[2]), .s(s[3]), .co(s[4]));
endmodule
`timescale 1ns / 1ps
module FullAdder(input a, input b, input ci, output s, output co);
    wire n;
    xor g1 (n, a, b);
    xor g (s,n,ci); 
    and g2 (y1, a, b);
    and g3 (y2, b, ci);                 
    and g4 (y3, a, ci);
    or g5 (y4, y1, y2);
    or g6 (co, y3, y4);
endmodule
`timescale 1ns / 1ps
module calculator(input [3:0] a, input [3:0] b, input ss, output [4:0] s,output [3:0] o1,output o,output f);
FourBitAdder g ( .a(a), .b(b), .s(s));
decoder g1 (.a(a[1:0]), .o1(o1));
multiplexer2_1 g2 (.a(a[1:0]), .ss(ss), .o(o));
multiplexer4_1 g3 (.a(a[3:0]), .s(b[1:0]), .o(f));
endmodule
`timescale 1ns / 1ps
module decoder(input [1:0] a, output [3:0] o1);
    wire [1:0]n;
    not gNot1 (n[0], a[0]); 
    not gNot2 (n[1], a[1]); 
    and g1 (o1[3],a[0],a[1]);
    and g2 (o1[2],n[0],a[1]);
    and g3 (o1[1],a[0],n[1]);
    and g4 (o1[0],n[0],n[1]);
endmodule
`timescale 1ns / 1ps
module multiplexer2_1(input [1:0] a, input ss, output o);
    wire n;
    wire n1, n2;
    not g (n,ss);
    and g1 (n1, ss, a[1]);
    and g2 (n2, n, a[0]);
    or g3 (o, n1, n2);
endmodule
`timescale 1ns / 1ps
module multiplexer4_1(input [3:0] a, input [1:0] s, output o);
    wire [1:0] n;
    multiplexer2_1 g1 (.a(a[3:2]), .ss(s[0]), .o(n[1]));
    multiplexer2_1 g2 (.a(a[1:0]), .ss(s[0]), .o(n[0]));
    multiplexer2_1 g3 (.a(n), .ss(s[1]), .o(o));
endmodule
```
`/design/flow/config.mk`:
```
export PLATFORM = sky130hd
export DESIGN_NAME = calculator
export DESIGN_NICKNAME = calculator
export VERILOG_FILES = /design/flow/design.v
export SDC_FILE = /design/flow/constraint.sdc
export NUM_CORES = 4
export LEC_CHECK = 1
export CORE_AREA = 10 10 70 70
export DIE_AREA = 0 0 80 80
```
`/design/flow/constraint.sdc`:
```
current_design calculator

set clk_period 2.2
set clk_io_pct 0.2

create_clock -name clk0 -period $clk_period

set non_clock_inputs [all_inputs -no_clocks]
set_input_delay [expr $clk_period * $clk_io_pct] -clock clk0 $non_clock_inputs
set_output_delay [expr $clk_period * $clk_io_pct] -clock clk0 [all_outputs]
```
`/design/flow/run.sh`:
```
#!/bin/bash
# OpenROAD 26Q1-2900-gdf79404cd8, Yosys 0.63+post, stock flow scripts
make -C /OpenROAD-flow-scripts/flow DESIGN_CONFIG=/design/flow/config.mk WORK_HOME=/design/flow/orfs finish
```
==> impl_metrics.toml <==
# implementation run metrics
[logic_synthesis]
yosys_warnings = 5
ys_chip_area_sq_um = 191
postSynthSeqShare = 0
avgSynthCellArea_sq_um = 9.57
synth_area_leader_cell = "fa_1"
syn_area_sq_um = 191
topCellsByArea = "fa_1, buf_4, mux4_2"
ys_cells = 20
synthTopCellsByCount = "buf_4, inv_1, fa_1"
synthDistinctLibCells = 9
synth.top_cell.area_share = 0.314
syn-instance-count = 20

[floorplanning]
fp_util = 0.0560
rows = 21
die_area_sq_um = 6400
dieHeight_um = 80
pin_count = 20
core_area_sq_um = 3420
die-width_um = 80

[final_layout]
drive_above_1_share = 0.590
nFillCells = 403
seq_cells = 0
clkbuf_count = 0
final_util = 0.129
flop_area_sq_um = 0
syn_to_final_growth_pct = 130

[worst_setup_path]
path_cells = "buf_8 > ha_4 > fa_2 > fa_2 > inv_2 > fa_2 > inv_2 > buf_2"
cp.arrival_ns = 1.97
worstPathRequired_ns = 1.76
path_class = "in2out"
slowest_stage = "fa_2"
startpoint_type = "primary input"
cp_max_fo = 2
cp_common_cell = "fa_2"
cpPeakStageDelay_ns = 0.42
endpoint_kind = "output port"

[global_routing]
grt_overflow = 0
grt_antenna_before_repair = 0
grt_pass1_vias = 219
grt_pass1_wl_um = 1120
gr-usage-all-layers = 0.0225
grt_max_degree = 7

[placed_design]
place.gp.congestion = 0.749
dp.final_hpwl_um = 700
port_buffers = 20

[drt]
drc = 0
viasPerCell = 2.29
wl_um = 736
postRouteAntennaNets = 0
post_drt_wl_per_cell_um = 8.66
route.vias.total = 195
first_pass_iters = 2
num_antenna_cells = 0
drt_iter0_markers = 6

[final_timing]
slew_viol_final = 0
setup_viol = 1
max_clock_freq_mhz = 415
final.setup.worst_slack_ns = -0.208
max_slew.worst_pin.slew_ns = 0.134
period_needed_ns = 2.41
hold_viol_final = 0
rsz0062_at_grt = "true"
fin_crit_sh = 1.09
relSlewSlack = 0.911

[clocking]
postCtsSetupBuffers = 0

[power_and_ir_drop]
ir_drop_mv = 0.0783
power_density_nw_per_um2 = 190
fin_total_pwr_uw = 83.7
p_leak_uw = 0.000182

[outcome]
violations = "setup timing"
status = "complete, but fails checks"

[worst_hold_path]
whs_endpoint = "f"
hold_start = "b[0]"
hp-class = "in2out"
hold_depth = 4

[run]
cap_viol_max_count = 0
warning_count = 35
cell families (layout without fill, tap and decap cells):
logic type | count (synthesis) | in the layout | share of synthesized area
AND/OR/NAND/NOR | 4 | 4 | 0.150
adder cells (fa/ha/maj) | 4 | 4 | 0.379
buffers and inverters | 10 | 29 | 0.294
multiplexers | 2 | 2 | 0.176
cell usage in the layout, fill, tap and decap left out:
cell type,n
and2b_2,2
buf_2,3
and2_2,1
fa_2,3
inv_2,3
mux2_2,1
inv_1,2
dlygate4sd2_1,2
ha_4,1
nor2_1,1
mux4_2,1
buf_8,1
clkbuf_2,2
clkdlybuf4s50_1,11
buf_6,1
buf_4,4
power breakdown:
part	total (uW)	internal (uW)	leakage (uW)	switching (uW)
combinational	83.7	57.0	0.000182	26.7
clock	0	0	0	0
sequential	0	0	0	0
critical path, delay by kind of cell:
family	cells	cell delay [ns]
fa+ha+maj	4	1.23
buf+inv	4	0.29
how the worst max path moves through the flow:
| stage | startpoint | depth (start not counted) | endpoint | slack, ns |
|---|---|---|---|---|
| final | a[0] | 8 | s[3] | -0.21 |
| after global routing | a[0] | 8 | s[3] | -0.25 |
| after CTS | a[0] | 8 | s[3] | -0.22 |
per-stage QoR:
step | instances | setup slack [ns] | hold slack (ns) | area, sq um | setup TNS (ns)
global route | 85 | -0.250 | 1.46 | 440 | -0.254
CTS | 85 | -0.220 | 1.44 | 450 | -0.220
detailed placement | 85 | -1.08 | 1.92 | 459 | -3.32
global placement | 85 | -1.09 | 1.93 | 459 | -3.35
floorplan | 20 | -0.122 | 0.890 | 209 | -0.122
finish | 85 | -0.208 | 1.44 | 440 | -0.208
layout make-up:
| cell class | instances | area [sq um] | share of cell area |
|---|---|---|---|
| inverters | 5 | 18.8 | 0.0426 |
| well taps | 46 | 57.6 | 0.131 |
| repair buffers | 24 | 209 | 0.474 |
| multi-input cells | 10 | 155 | 0.352 |
repair_timing:
| action | 4_1_cts | 5_1_grt |
|---|---|---|
| resized | 29 | 4 |
| hold endpoints to repair | 0 | 0 |
| endpoints found under the setup margin | 9 | 3 |
| hold buffers | 0 | 0 |
| pin swaps | 4 | 0 |
layer usage:
| layer | vias to the layer above | part of all wire | global-route usage |
|---|---|---|---|
| met5 | - | 0 | 0 |
| met4 | 0 | 0 | 0 |
| met3 | 0 | 0.20 | 0.0148 |
| met2 | 20 | 0.19 | 0.0209 |
| met1 | 79 | 0.60 | 0.0388 |
| li1 | 96 | - | - |
Power is estimated from default activity; no workload was simulated.
