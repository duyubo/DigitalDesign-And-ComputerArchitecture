===== /design/flow/config.mk =====
export PLATFORM = sky130hd
export DESIGN_NAME = ALU
export DESIGN_NICKNAME = ALU
export VERILOG_FILES = /design/flow/design.v
export SDC_FILE = /design/flow/constraint.sdc
export NUM_CORES = 4
export LEC_CHECK = 1
export CORE_UTILIZATION = 30

===== /design/flow/constraint.sdc =====
current_design ALU

set clk_period 12.9
set clk_io_pct 0.2

create_clock -name clk0 -period $clk_period

set non_clock_inputs [all_inputs -no_clocks]
set_input_delay [expr $clk_period * $clk_io_pct] -clock clk0 $non_clock_inputs
set_output_delay [expr $clk_period * $clk_io_pct] -clock clk0 [all_outputs]

===== /design/flow/design.v =====
`timescale 1ns / 1ps
module ALU(input [31:0] A, input [31:0] B, input [3:0] AluOp, output [31:0] result, output z);
    reg [31:0] r; 
    always @(*)
    begin
        case(AluOp)
        4'b0000: r = A + B;
        4'b0010: r = A - B;
        4'b0100: r = A & B;
        4'b0101: r = A | B;
        4'b0110: r = A ^ B;
        4'b0111: r = ~ (A | B);
        default: 
            r= {31'b0, 1'b1} & (A - B); 
        endcase
    end
    assign result = r;
    assign zero = (r == 32'b0) ? 1:0;
endmodule

===== /design/flow/run.sh =====
#!/bin/bash
# OpenROAD 26Q1-2900-gdf79404cd8, Yosys 0.63+post, stock flow scripts
make -C /OpenROAD-flow-scripts/flow DESIGN_CONFIG=/design/flow/config.mk WORK_HOME=/design/flow/orfs finish

==> metrics.cfg <==
[grt]
overflow = 0
grt_pass1_vias = 5814
grt_max_degree = 65
grt_pass1_wl_mm = 31.8
antenna_found_initial = 0
grt_usage_pct = 20.5

[min_path]
holdPathStages = 6
hold_class = primary input to output pin

[placed_design]
gp_congestion = 0.976
hpwl_mm = 15.6
io_buffers = 100

[timing]
relSlewSlack_pct = 53.1
finalSetupTns_ns = 0
hold_viol_final = 0
timing.final.crit_share_pct = 69.7
slew_viol_final = 0
grt_setup_unrepaired = false
fmax_mhz = 111
finalSetupViolCount = 0
period_needed_ns = 8.99
max_slew.worst_pin.slew_ns = 0.701

[layout]
logic_area_um2 = 5000
drive_above_1_share_pct = 3.29
flops = 0
nFillCells = 1944
regArea_um2 = 0
num-clock-buffers = 0
finish.utilization_pct = 37.1
area_growth_syn_to_layout_pct = 19.8

[logic_synthesis]
yosys-stat-cells = 888
yosysMostFrequentCell = ha_1
synth_warnings = 3
ys_types = 75
synthTopCellsByArea = ha_1 23%, a21oi_1 8.3%, o21ai_0 6.8%
syn-cell-area_um2 = 5630
ys_seq_share_pct = 0
common_cells = 104 x ha_1, 101 x inv_1, 94 x a21oi_1, 79 x nor2_1, 77 x o21ai_0
yosysTopAreaCell = ha_1
ys_area_um2 = 5630
top_area_share_pct = 23.1
syn_inst = 888
syn_avg_cell_area_um2 = 6.34

[cts]
hold_buffers = 0
post_cts_buffers = 0
post_cts_resized = 0

[worst_setup_path]
crit_slowest_cell = clkdlybuf4s50_1
cp_common_cell = clkdlybuf4s50_1
worst-setup-path-type = primary input to output pin
critPathMaxStageDelay_ns = 0.50
worst_ep_arrival_time_ns = 6.41
path_buffers = 3
required_ns = 10.32
startpoint_type = primary input
path_delay_family = AND-OR/OR-AND gates
worst-path-stages = 14
worst-path-max-fanout = 5
crit_chain = clkdlybuf4s50_1 -> ha_1 -> inv_1 -> fa_1 -> nor2b_1 -> o21bai_1 -> nand3b_1 -> a41oi_1 -> o2111ai_1 -> nand2_1 -> o311a_1 -> a2111oi_0 -> o21ai_1 -> clkdlybuf4s50_1
critical_path.endpoint_type = output pin

[detailed_routing]
wl_per_cell_um = 17.2
diodes = 0
routed_wl_mm = 20.1
drtPass1Iterations = 19
drtIter0Drc = 645
detail-route-antenna-nets = 0
drc = 0
viasPerCell = 5.60
dr_total_vias = 6548

[floorplanning]
die_area_um2 = 19300
ios = 101
die_h_um = 139
std_cell_rows = 49
core_um2 = 18200
fp.dieW_um = 139
initCoreUtil_pct = 30.9

[power]
power_density_nw_per_um2 = 41.7
power.leakage_nw = 2.98
ir_worst_vdd_v = 0.0000171

[run_status]
status = completed

[flow_run]
tool_warnings = 104
maxCapViolCount = 0

routing by layer:
metal | routed length (um) | global-route usage, % | up-vias
met3 | 1070 | 0.844 | 8
li1 | - | - | 3326
met1 | 9770 | 31.2 | 2991
met4 | 89 | 0.760 | 0
met2 | 9160 | 33.8 | 223
met5 | 0 | 0 | -
final timing paths:
kind,start,end
worst min-delay path,AluOp[1],result[29]
worst max-delay path,B[0],result[24]
placed cells by master (no fill, tap or decap), types with 10 or more instances in the layout:
master           count
a211oi_1            20
a21o_1              15
a21oi_1             94
a31oi_1             22
buf_4               11
clkdlybuf4s50_1     98
ha_1               104
inv_1              101
nand2_1             67
nand3_1             16
nor2_1              79
nor2b_1             10
nor3_1              13
nor4_1              10
o211ai_1            11
o21a_1              10
o21ai_0             77
o21bai_1            16
o221ai_1            16
o22ai_1             14
cells by family after synthesis:
| family | after synthesis | share of synthesized area, % |
|---|---|---|
| adders and majority gates | 106 | 23.8 |
| and+or+nand+nor | 236 | 19.3 |
| AOI/OAI and AO/OA | 368 | 42.7 |
| muxes | 11 | 2.00 |
| xor gates and xnor gates | 5 | 0.777 |
| buffers and inverters | 161 | 11.3 |
| other | 1 | 0.0666 |
cell type report:
| class | instances | area share, % |
|---|---|---|
| tap | 229 | 4.24 |
| multi-input combinational | 727 | 74.1 |
| inverter | 103 | 5.73 |
| timing repair buffer | 111 | 15.9 |
tightest hold or removal path: cells and delay by family:
family          cells  cell delay (ns)
simple gates        2             0.14
compound gates      1             0.18
buf+inv             3             0.74
where the power goes:
group          switching (mW)  internal, mW  leakage [nW]  total [mW]
sequential                  0             0             0           0
combinational           0.160         0.121          2.98       0.281
clock                       0             0             0           0
stage by stage:
step | hold slack [ns] | worst slack, ns | instance area (um2) | power [mW] | std cells
global placement | 6.23 | 3.99 | 6750 | 0.278 | 1170
global route | 6.26 | 3.69 | 6750 | 0.310 | 1170
detailed placement | 6.23 | 3.98 | 6750 | 0.277 | 1170
floorplan | 5.38 | 5.45 | 5630 | 0.176 | 888
finish | 6.23 | 3.91 | 6750 | 0.281 | 1170
CTS | 6.23 | 3.96 | 6750 | 0.279 | 1170
Power is estimated from default activity; no workload was simulated.
