==> flow/design.v <==
`timescale 1ns / 1ps
module clk_div(input clk, input rst, output clk_en);
    reg [24:0] clk_count;
    always @ (posedge clk)
    begin
        if (rst)
            clk_count <= 0;
        else
            clk_count <= clk_count + 1;
    end
    assign clk_en = &clk_count;
endmodule
==> flow/run.sh <==
#!/bin/bash
# OpenROAD 26Q1-2900-gdf79404cd8, Yosys 0.63+post, stock flow scripts
make -C /OpenROAD-flow-scripts/flow DESIGN_CONFIG=/design/flow/config.mk WORK_HOME=/design/flow/orfs finish
==> flow/config.mk <==
export PLATFORM = sky130hd
export DESIGN_NAME = clk_div
export DESIGN_NICKNAME = clk_div
export VERILOG_FILES = /design/flow/design.v
export SDC_FILE = /design/flow/constraint.sdc
export NUM_CORES = 4
export LEC_CHECK = 1
export CORE_AREA = 10 10 92 92
export DIE_AREA = 0 0 102 102
==> flow/constraint.sdc <==
current_design clk_div

set clk_period 4.5
set clk_io_pct 0.2

create_clock -name clk0 -period $clk_period [get_ports {clk}]

set non_clock_inputs [all_inputs -no_clocks]
set_input_delay [expr $clk_period * $clk_io_pct] -clock clk0 $non_clock_inputs
set_output_delay [expr $clk_period * $clk_io_pct] -clock clk0 [all_outputs]
==> deck_impl_summary.md <==
Key Metrics from the Run

Clock network
  • CTS Hold Bufs: 0
  • Clk buf depth: 2
  • Clock Tree Root: clkbuf_8
  • CTS sink cnt: 25
  • Clk latency of the worst-skew pair: 270 ps
  • Clock slew at reported path FFs: 90 ps
  • TritonCTS clock tree: built
  • Htree depth: 1
  • Setup bufs post-CTS: 0
  • Num CTS Buffers: 3
  • Post-CTS sizing: 0

Timing
  • Period utilization: 68.8%
  • TNS Setup: 0 ps
  • Final hold vios: 0
  • Min Hold Slack: 493 ps
  • Slew @ Worst Pin: 316 ps
  • RSZ-0062 raised after global routing: no
  • Final Worst Setup Slack: 1400 ps
  • Fmax: 323 MHz
  • Clk_skew: 6.69 ps
  • Count of final setup violators: 0
  • Post-layout min period: 3100 ps
  • Pins over their slew limit: 0
  • Slew headroom: 78.8%

Synthesis
  • Post-synth regs: 25
  • Top area cell types: dfxtp_1 44%, xnor2_1 6.1%, or3_1 4.9%, a21oi_1 4.8%, o21ai_0 4.8%
  • Synth Instances: 130
  • Ys cells: 130
  • Avg Inst Size Synth: 8.82 um2
  • Mapped Area: 1150 um2
  • Distinct lib cells used: 26
  • Cell type with the largest total area: dfxtp_1
  • Synth Warn #: 1
  • Top-area cell share: 43.7%
  • Yosys stat area: 1150 um2
  • Synth Seq Share: 43.7%

Critical path
  • Crit path kind: reg2out
  • CP top delay family: simple AND/OR/NAND/NOR gates
  • Required @ worst endpoint: 3600 ps
  • Startpoint Class: flip-flop
  • Slowest-stage cell, CP: clkdlybuf4s50_1
  • Worst Path Buf+Inv: 1
  • CP cell instances: ha_1 -> and4_2 -> nand4_1 -> nor3_1 -> clkdlybuf4s50_1
  • Critical Path AT: 2200 ps
  • Critical path fanouts, max: 10
  • Critical Path Sink Type: output port
  • Crit-path max cell delay: 490 ps

GRT
  • Largest net degree at the start of global routing: 26
  • Vias in the first global route: 807
  • Antenna violations before repair: 0
  • GR Util All Layers: 4.13%
  • First-pass GRT wire length: 3570 um
  • Global route total overflow: 0

Floorplanning
  • Core Footprint: 6460 um2
  • Chip area: 10,400 um2
  • Initial Utilization: 17.7%
  • Row count: 29
  • Die Wd: 102 um
  • Vert. Die Dim: 102 um
  • I/O Pins: 3

Place
  • Pre-CTS WS: 1670 ps
  • IO Port Bufs: 2
  • Area post-placement: 1240 um2
  • Detail Placement HPWL: 1420 um
  • GP Congestion: 0.782

Detailed routing
  • WL/cell: 9.66 um
  • WL final: 2030 um
  • Iteration-0 DRC Markers: 37
  • Vias: 894
  • Vias per Instance: 4.26
  • Ant. Diodes: 0
  • DR DRC count: 0
  • 1st-pass router iterations: 2
  • Final antenna-violating net count: 0

Cells and area
  • Most numerous logic cell after layout: dfxtp_1
  • Regs by FF count: clk_count (25)
  • Fill count: 708
  • Logic area: 607 um2
  • Largest register FFs: 25
  • Area Growth Syn to Fin: 12.4%
  • Most frequent cells in the layout: 25 x dfxtp_1, 13 x nor2_1, 11 x o21ai_0, 11 x a21oi_1, 9 x or3_1
  • Fin util: 20.0%
  • Final instance area: 1290 um2
  • Flop area: 500 um2
  • Most flops, register: clk_count
  • Layout cell share with drive strength beyond 1: 7.52%

Pwr
  • Pwr dens: 285 nW/um2
  • Peak supply drop: 0.107 mV
  • Pleak: 0.388 nW

Worst hold path
  • Min-Delay Path Class: reg2reg

Run
  • Tool warnings: 25
  • Maxcap violations: 0

Outcome
  • Run status: finished clean
-- cells in the mapped netlist --
cell type  number
nand3_1         8
a21oi_1        11
xor2_1          4
nand4_1         5
clkbuf_1        1
o21ai_0        11
and4_2          2
nor2_1         13
xnor2_1         8
buf_2           1
or4_1           1
or3_1           9
ha_1            1
and4_1          3
nand2_1         7
nand4b_1        1
inv_1           3
buf_4           1
nor3_1          4
dfxtp_1        25
buf_6           1
or3_2           1
nand4_4         2
nor2b_1         2
and2_1          2
nor4_1          3
-- through the flow --
step / instances / total power, mW
after floorplan: 130 / 0.239
after global placement: 206 / 0.240
after detailed placement: 206 / 0.240
after CTS: 210 / 0.374
after global routing: 210 / 0.384
final: 210 / 0.367
-- report_power, final --
group / leakage, nW / total [mW] / internal (mW) / switching, mW
clock: 0.0255 / 0.132 / 0.0619 / 0.0699
sequential: 0.202 / 0.226 / 0.223 / 0.00312
combinational: 0.161 / 0.00851 / 0.00350 / 0.00501
-- per-layer routing --
metal  part of all wire [%]  GRT usage [%]  vias to the layer above
li1                       -              -                      473
met1                     51           5.37                      414
met2                     44           6.67                        5
met3                    4.4           1.50                        2
met4                   0.49          0.434                        0
met5                      0              0                        -
-- final timing paths --
check | start | to | slack (ps) | cells past startpoint
min | clk_count[24] | clk_count[24] | 490 | 2
max reg2reg | clk_count[5] | clk_count[23] | 2610 | 4
min reg2reg | clk_count[24] | clk_count[24] | 490 | 2
max | clk_count[0] | clk_en | 1400 | 5
-- final cells by class --
| cell class | instances | share of cell area, % |
|---|---|---|
| clock inverter | 1 | 0.388 |
| clock buffer | 3 | 3.20 |
| timing repair buffer | 3 | 2.14 |
| inverter | 3 | 0.874 |
| sequential | 25 | 38.8 |
| multi-input combinational | 98 | 47.1 |
| tap | 77 | 7.48 |
-- worst min-delay path: stages, from the launching register on --
cell and delay [ps]:
dfxtp_1 320, o21ai_0 70, a21oi_1 60
-- cells by family after synthesis --
| logic type | synth area share (%) |
|---|---|
| compound gates | 9.61 |
| xor+xnor | 9.17 |
| fa+ha+maj | 1.09 |
| buf+inv | 3.38 |
| flops | 43.7 |
| simple gates | 33.1 |
Power figures rest on the tool's default switching activity, not on a simulated workload.
